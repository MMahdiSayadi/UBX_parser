### run.sh
#!/bin/bash
# OpenROAD 26Q1-2900-gdf79404cd8, Yosys 0.63+post, stock flow scripts
make -C /OpenROAD-flow-scripts/flow DESIGN_CONFIG=/design/flow/config.mk WORK_HOME=/design/flow/orfs finish
### config.mk
export PLATFORM = sky130hd
export DESIGN_NAME = UBX_parser_top
export DESIGN_NICKNAME = UBX_parser_top
export VERILOG_FILES = /design/flow/design.v
export SDC_FILE = /design/flow/constraint.sdc
export NUM_CORES = 4
export LEC_CHECK = 1
export CORE_UTILIZATION = 50
### design.v
`timescale 1ns / 1ps
module UBX_parser_top
	(
		input 				i_uart_clk,
		input 		[7:0] 	i_data_tdata,
		input 				i_data_tvalid,
		output reg	[15:0] 	o_csid_tdata,
		output reg	[15:0] 	o_length_tdata,
		output reg	[8:0] 	o_pyl_tdata,
		output reg			o_pkt_tvalid,
		output reg 			o_pkt_tlast,
		output reg 			pkt_error
	);
	localparam UBX_HEADER_C = 16'hB562;
	localparam IDLE = 8'd0; 
	localparam HEADER = 8'd1; 
	localparam CLASSID = 8'd2; 
	localparam LENGTH = 8'd3; 
	localparam PAYLOAD = 8'd4; 
	localparam CHECKSUM = 8'd5; 
	localparam CHECKSUM_VALIDATE = 8'd6; 
		reg [7:0] 	s_data_tdata  = 8'h00;
		reg 			s_data_tvalid = 1'b0;
		reg [7:0] 	s_rdata_tdata  = 8'h00;
		reg 			s_rdata_tvalid = 1'b0;
		reg [7:0]	pars_cs = IDLE;
		reg 			calc_chechsum_flag = 1'b0;
		reg [7:0]	byte_cntr = 8'h00;	
		reg [15:0]	ubx_header = 16'h0000;
		reg [15:0]	ubx_csid   = 16'h0000;
		reg [15:0]	ubx_len   = 16'h0000;
		reg [7:0]	ubx_pyl   = 8'h00;
		reg [15:0]	ubx_CK   = 16'h0000;
		reg 			ubx_tvalid = 1'b0;
		reg 			ubx_tlast = 1'b0;
		wire [15:0]	little_len;
		reg [3:0]	csum_calc_cs = 4'h0;
		reg [7:0]	CK_A = 8'h00;
		reg [7:0]	CK_B = 8'h00;
assign little_len = {ubx_len[7:0], ubx_len[15:8]};
always @(posedge i_uart_clk) begin 
	s_data_tdata 		<= i_data_tdata;
	s_data_tvalid		<= i_data_tvalid;
	s_rdata_tdata 	<= s_data_tdata;
	s_rdata_tvalid	<= s_data_tvalid;
end 
always @(posedge i_uart_clk) begin 
	case (pars_cs) 
		IDLE : begin 
			if (s_data_tvalid) begin 
				pars_cs <= HEADER;
			end 
			ubx_tvalid 			<= 1'b0;
			byte_cntr  			<= 8'h00;
			calc_chechsum_flag 	<= 1'b0;
			pkt_error 			<= 1'b0;
			ubx_tlast			<= 1'b0;
		end
		HEADER : begin 
			if (s_rdata_tvalid) begin 
				if (byte_cntr < 2 - 1 ) begin 
					byte_cntr <= byte_cntr + 1;
				end 
				else begin 
					byte_cntr  			<= 8'h00;
					pars_cs 				<= CLASSID;
					calc_chechsum_flag 	<= 1'b1;
				end
				ubx_header <= {ubx_header[7:0], s_rdata_tdata};
			end 
		end
		CLASSID : begin 
			if (ubx_header != UBX_HEADER_C ) begin 
				pars_cs <= IDLE;
			end
			else begin 
				if (s_rdata_tvalid) begin 
					if (byte_cntr < 2 - 1 ) begin 
						byte_cntr <= byte_cntr + 1;
					end
					else begin 
						byte_cntr  			<= 8'h00;
						pars_cs 				<= LENGTH;
					end
					ubx_csid <= {ubx_csid[7:0], s_rdata_tdata};
				end
			end
		end
		LENGTH : begin 
			if (s_rdata_tvalid) begin 
				if (byte_cntr < 2 - 1 ) begin 
					byte_cntr <= byte_cntr + 1;
				end
				else begin 
					byte_cntr  	<= 8'h00;
					pars_cs 		<= PAYLOAD;
				end
				ubx_len <= {ubx_len[7:0], s_rdata_tdata};
			end
		end
		PAYLOAD : begin 
			if (s_rdata_tvalid) begin 
				if (byte_cntr < little_len - 1 ) begin 
					byte_cntr <= byte_cntr + 1;
				end 
				else begin 
					byte_cntr  	<= 8'h00;
					pars_cs 		<= CHECKSUM;
					ubx_tlast	<= 1'b1;
				end
				ubx_pyl <= s_rdata_tdata;
			end
			ubx_tvalid <= s_rdata_tvalid;
		end
		CHECKSUM : begin 
			ubx_tlast	<= 1'b0;
			calc_chechsum_flag 	<= 1'b0;
			if (s_rdata_tvalid) begin 
				if (byte_cntr < 2 - 1 ) begin 
					byte_cntr <= byte_cntr + 1;
				end 
				else begin 
					byte_cntr  	<= 8'h00;
					pars_cs 		<= CHECKSUM_VALIDATE;
				end
				ubx_CK <= {ubx_CK[7:0], s_rdata_tdata};
			end
			ubx_tvalid <= 1'b0;
		end
		CHECKSUM_VALIDATE : begin 
			if (ubx_CK != {CK_A, CK_B}) begin 
				pkt_error <= 1'b1;
			end else begin 
				pkt_error <= 1'b0;
			end 
			pars_cs 		<= IDLE;
		end 
		default : begin 
		end 
	endcase	
end 
always @(posedge i_uart_clk) begin 
	if ( s_rdata_tvalid && calc_chechsum_flag ) begin 
		CK_A <= CK_A + s_rdata_tdata;
	end else if ( pars_cs == IDLE ) begin 	
		CK_A <= 8'h00;	
	end 
	if ( pars_cs != IDLE ) begin 	
		case (csum_calc_cs)  
			4'h0 : begin 
				if ( s_rdata_tvalid && calc_chechsum_flag ) begin 
					csum_calc_cs <= 4'h1;
				end 
			end 
			4'h1 : begin 
				CK_B <= CK_B + CK_A;
				csum_calc_cs <= 4'h0;
			end 
			default : begin 
			end 
		endcase
	end else begin 
		CK_B <= 8'h00;	
	end;
end 
always @( posedge i_uart_clk ) begin 
	o_csid_tdata		<= ubx_csid;
	o_length_tdata	<= ubx_len;		
	o_pyl_tdata		<= ubx_pyl;	
	o_pkt_tvalid		<= ubx_tvalid;
	o_pkt_tlast		<= ubx_tlast;
end;
endmodule
### constraint.sdc
current_design UBX_parser_top

set clk_period 3.3
set clk_io_pct 0.2

create_clock -name clk0 -period $clk_period [get_ports {i_uart_clk}]

set non_clock_inputs [all_inputs -no_clocks]
set_input_delay [expr $clk_period * $clk_io_pct] -clock clk0 $non_clock_inputs
set_output_delay [expr $clk_period * $clk_io_pct] -clock clk0 [all_outputs]
==> run notes <==
Implementation results are summarized by area below.

Run status
The flow ran to the end, and the final reports show no timing, DRC or antenna violations.

Setup path
The reg-to-reg endpoint is pars_cs[0]. The endpoint class of the critical path is a register. On the critical path the data arrives at 3200 ps.

The maximum fanout count along the critical path is 5. For reference, the critical path cell chain is or4_4 -> nor2_1 -> xnor2_1 -> ha_1 -> nand3_1 -> a21oi_1 -> a211oi_1 -> a2111oi_2 -> buf_4 -> a21o_2 -> o2111a_1. The data required time of the critical path is 3430 ps.

The start-to-end type of the worst setup path is reg -> reg. The number of cells on the worst reg-to-reg path is 11. Per STA, the highest per-stage delay on the worst path measures 590 ps. The worst register-to-register path has a setup slack of 230 ps. Per the timing report, the most critical flop-to-flop path originates at ubx_len[11]. The cell type of the slowest stage on the worst timing path is sky130_fd_sc_hd__or4_4.

The type of element launching the critical path is a register.

Floorplanning
In this run the count of I/O pins placed on the die edge is 54. The area of the core is 11,520 µm². The chip width is 111.0 µm. The share of the core filled by cells before placement is 0.5163. The die is 111.0 µm tall. The floorplan has 39 rows. The overall chip area is 12,330 µm².

STA
Summed over all failing endpoints, the final setup total negative slack is 0 ps. The final timing report lists a max-slew violation count of 0. The max-slew check reports its worst relative slack as 0.4567. The post-layout minimum cycle time is 3070 ps. The critical path in the final layout is reported with a setup slack of 229.7 ps. Dividing the final minimum period by the clock period gives 0.9304.

The timing-limited maximum frequency is 0.3257 GHz. For reference, the final report shows the hold violation count at 0. Hold timing on the final database bottoms out at a slack of 327.1 ps. Setup repair after global routing left no endpoint under its margin.

The worst clock skew is 7.073 ps. The number of setup violations in the final report is 0. The slew at the pin closest to its max-slew limit is 814.9 ps.

Clock network
The master cell of the clock root buffer is sky130_fd_sc_hd__clkbuf_16. The CTS tree is built. For this design, the sink count on the clock tree is 164. The clock tree buffer depth is 2.

The number of H-tree levels is 4. The number of buffers inserted during clock tree synthesis is 17. After clock tree synthesis, the clock-pin slew on the worst setup and hold paths is 60 ps. The clock latency at the later pin of the worst-skew pair is 420 ps.

Synth
The cell area that synthesis handed to floorplanning was 5946 µm². In the synthesized netlist the dominant register cell turns out to be sky130_fd_sc_hd__edfxtp_1. The gate-level netlist out of Yosys references 48 unique cell types. The synthesized flop and latch total is 164. The synthesized instance count is 414.

The chip area estimate from yosys synthesis is 5946 µm². The fraction of registers with async set/reset is 0. The post-synth count of flops with an enable pin is 96.

For this design, Yosys synthesis ends with a cell count of 414. The share of the Yosys chip area taken by registers is 0.7138. The synthesis report lists the Yosys warning total as 1. After synthesis, the mean cell area works out to 14.36 µm².

Finish
The most common logic cell in the routed design is sky130_fd_sc_hd__edfxtp_1. The final cell count without fillers is 641. In the layout the commonest cells are 96 x sky130_fd_sc_hd__edfxtp_1, 68 x sky130_fd_sc_hd__dfxtp_1, 52 x sky130_fd_sc_hd__clkdlybuf4s50_1. In the final layout, the share of cells above drive strength 1 is 0.09639. The area growth from synthesis to layout is 21.53%.

GRT
The maximum number of pins on one net before global-route repair is 18. The via count of the first global-routing pass came to 3,133. In the global route stage, overall resource usage came out at 0.1870. The number of antenna violations at the first check in global routing is 0. The first-pass GRT wire length is 16,290 µm.

Recorded from the global router log, the overflow total was 0.

Worst hold path
The class of the worst hold path is reg -> reg. Hold analysis shows the worst path with a depth of 0. The end point of the worst hold path is s_rdata_tdata[4]. The worst hold path startpoint is s_data_tdata[4].

Routing
Dividing the detail-routed via count by the number of cells gives 5.125. For this sky-water flow run, the detailed-routed wirelength per cell is reported as 15.70 µm. The wire length reported by the detailed router is 10,060 µm. Detailed routing inserted a total of 3,285 vias. The initial DRC count is 190.

The routed design ends up with an antenna cell count of 0. The total DRC errors in the routed layout is 0. The count of TritonRoute iterations in the first routing pass is 20.

Once detail routing completed, the nets flagged for antenna violations numbered 0.

Placed design
After its last routability iteration, the placer logged a weighted congestion of 0.8727. The post-placement setup slack is 212.6 ps. The count of input and output buffers is 52. Including well taps, the total number of placed cells is 608. The HPWL after detailed placement is 6884 µm.

Flow run
The tally of max-capacitance violations is 0. The logs give a warning total of 26.

Pwr
The power density over the cells is 874.1 nW/µm². The maximum ir drop on the vdd rail is 0.5254 mV. The analysis attributes to cell leakage a power of 2.728 nW.
## layout make-up
cell class | count | area [µm²]
inverter | 15 | 56.30
clock inverter | 13 | 112.6
multi-input combinational | 228 | 1628
timing repair buffer | 59 | 573.1
fill | 853 | 4290
tap | 143 | 178.9
clock buffer | 19 | 432.9
sequential | 164 | 4244
## per-layer routing
layer,vias up,part of all wire,global-route usage
li1,1643,-,-
met1,1540,0.47,0.3191
met2,87,0.44,0.2700
met3,15,0.064,0.05741
met4,0,0.020,0.02793
met5,-,0,0
## synth_stat cells (2+ instances only)
cell type | number | area [µm²]
sky130_fd_sc_hd__o22ai_1 | 2 | 12.51
sky130_fd_sc_hd__inv_1 | 14 | 52.55
sky130_fd_sc_hd__and3_1 | 8 | 50.05
sky130_fd_sc_hd__nor3b_1 | 2 | 15.01
sky130_fd_sc_hd__nor4_1 | 6 | 37.54
sky130_fd_sc_hd__a21oi_1 | 12 | 60.06
sky130_fd_sc_hd__nand2_1 | 21 | 78.83
sky130_fd_sc_hd__ha_1 | 24 | 300.3
sky130_fd_sc_hd__nor2b_1 | 7 | 43.79
sky130_fd_sc_hd__nor3_1 | 13 | 65.06
sky130_fd_sc_hd__nor4b_1 | 3 | 26.28
sky130_fd_sc_hd__nand3_1 | 7 | 35.03
sky130_fd_sc_hd__fa_1 | 2 | 40.04
sky130_fd_sc_hd__a211oi_1 | 3 | 22.52
sky130_fd_sc_hd__o211ai_1 | 3 | 22.52
sky130_fd_sc_hd__nand4_1 | 2 | 12.51
sky130_fd_sc_hd__o21a_1 | 3 | 22.52
sky130_fd_sc_hd__and2_1 | 3 | 18.77
sky130_fd_sc_hd__or2_2 | 2 | 12.51
sky130_fd_sc_hd__nor2_1 | 37 | 138.9
sky130_fd_sc_hd__nor4bb_1 | 2 | 20.02
sky130_fd_sc_hd__clkbuf_1 | 6 | 22.52
sky130_fd_sc_hd__xnor2_1 | 13 | 113.9
sky130_fd_sc_hd__mux2i_1 | 6 | 60.06
sky130_fd_sc_hd__xor2_1 | 24 | 210.2
sky130_fd_sc_hd__edfxtp_1 | 96 | 2883
sky130_fd_sc_hd__o21ai_0 | 5 | 25.02
sky130_fd_sc_hd__dfxtp_1 | 68 | 1361
## flip-flops by register name (all words and copies together), names as in the netlist, 16 cells and up
register        cells
o_csid_tdata       16
o_length_tdata     16
ubx_CK             16
ubx_csid           16
ubx_header         16
ubx_len            16
## power by group
group | internal, mW | switching, mW | leakage, nW | total (mW)
sequential | 2.64 | 0.348 | 1.47 | 2.98
clock | 0.989 | 0.813 | 0.272 | 1.80
combinational | 0.727 | 0.803 | 0.990 | 1.53
total | 4.35 | 1.96 | 2.73 | 6.32
## logic make-up after synthesis
group | share of synthesized area
other | 0.0006307
adder cells (fa/ha/maj) | 0.05724
multiplexers | 0.01010
AND/OR/NAND/NOR | 0.1044
XOR/XNOR | 0.05450
AND-OR/OR-AND | 0.04482
buffers and inverters | 0.01452
flip-flops | 0.7138
## worst max-delay path, delay by kind of cell (launching register included)
kind	cells	cell delay, ps
buffers and inverters	1	200
XOR/XNOR	1	90
adder cells (fa/ha/maj)	1	310
AND-OR/OR-AND	5	910
AND/OR/NAND/NOR	3	800
flip-flops	1	470
## worst max path at each step
stage | slack (ps) | end | depth (start not counted) | start
after CTS | 160 | pars_cs[0] | 10 | ubx_len[11]
after global routing | 5 | pars_cs[0] | 12 | ubx_len[8]
final | 230 | pars_cs[0] | 11 | ubx_len[11]
## stage by stage
step,cell area [µm²],utilization,total power [mW]
after floorplan,5946,-,4.079
after global placement,6660,0.5783,4.533
after detailed placement,6660,0.5783,4.552
after CTS,7206,0.6257,6.368
after global routing,7226,0.6274,6.727
final,7226,0.6274,6.316
## repair_timing
item                                    4_1_cts  5_1_grt
setup buffers                                 0        1
hold buffers                                  0        0
gates resized                                 0        3
endpoints found under the setup margin        0        3
Power is estimated from default activity; no workload was simulated.
